==> ./design.v <==
`timescale 1ns / 1ps
module signal_counter #(
  parameter COUNTER_WIDTH = 16,
  parameter SIGNAL_INIT   = 0,
  parameter COUNT_POSEDGE = 1
)
(
  input  wire                    clk,
  input  wire                    rst,
  input  wire                    signal_in,
  output reg [COUNTER_WIDTH-1:0] counter_out = 0
);
reg signal_bf = SIGNAL_INIT;
always @(posedge clk) begin
  if (signal_in != signal_bf) begin
    counter_out <= counter_out + (COUNT_POSEDGE ? signal_in : signal_bf);
  end
  signal_bf <= signal_in;
  if (rst) begin
    counter_out <= 0;
    signal_bf   <= SIGNAL_INIT;
  end
end
endmodule
==> ./run.sh <==
#!/bin/bash
# OpenROAD 26Q1-2900-gdf79404cd8, Yosys 0.63+post, stock flow scripts
make -C /OpenROAD-flow-scripts/flow DESIGN_CONFIG=/design/flow/config.mk WORK_HOME=/design/flow/orfs finish
==> ./config.mk <==
export PLATFORM = sky130hd
export DESIGN_NAME = signal_counter
export DESIGN_NICKNAME = signal_counter
export VERILOG_FILES = /design/flow/design.v
export SDC_FILE = /design/flow/constraint.sdc
export NUM_CORES = 4
export LEC_CHECK = 1
export CORE_AREA = 10 10 70 70
export DIE_AREA = 0 0 80 80
==> ./constraint.sdc <==
current_design signal_counter

set clk_period 3.0
set clk_io_pct 0.2

create_clock -name clk0 -period $clk_period [get_ports {clk}]

set non_clock_inputs [all_inputs -no_clocks]
set_input_delay [expr $clk_period * $clk_io_pct] -clock clk0 $non_clock_inputs
set_output_delay [expr $clk_period * $clk_io_pct] -clock clk0 [all_outputs]
==> impl_metrics.py <==
# Metrics from the implementation run
metrics = {
    "critical_path": {
        "cp-end-kind": "register",
        "cp_data_required_time_ns": 3.18,
        "cp_max_fo": 5,
        "critical_path_arrival_ns": 2.47,
        "cp-start-kind": "input port",
        "crit_type": "in2reg",
    },
    "floorplanning": {
        "chip_area_sq_mm": 0.00640,
        "io_pins": 19,
        "rows": 21,
        "coreArea_sq_mm": 0.00342,
        "chipWidth_um": 80,
        "initCoreUtil": 0.234,
        "die_h_um": 80,
    },
    "sta": {
        "fin_worst_skew_ns": 0.000685,
        "rsz0062_at_grt": "no",
        "fmax_ghz": 0.437,
        "worst_pin_slew_ns": 0.388,
        "hold_viol_final": 0,
        "finalSetupViolations": 0,
        "post-route-period-util": 0.763,
        "worst_slew_margin_rel": 0.740,
        "tns_ns": 0,
        "fin_ws_ns": 0.710,
        "min_period_ns": 2.29,
        "slew_violations": 0,
    },
    "cells_and_area": {
        "syn2layout_area_growth_pct": 34.0,
        "fillerInstances": 359,
        "lay_top_count": "clkdlybuf4s50_1",
        "most-common-layout-cells": "clkdlybuf4s50_1, dfxtp_1, nor2_1, nand2_1, xor2_1",
        "comb_area_sq_um": 448,
        "drive_gt1_frac": 0.0714,
        "seq_area_sq_um": 340,
        "fin_area_sq_mm": 0.00107,
        "fin_util": 0.314,
    },
    "power_and_ir_drop": {
        "leakage_nw": 0.357,
        "vdd_drop_max_mv": 0.117,
        "power.total_uw": 378,
        "p_per_area_mw_per_mm2": 353,
    },
    "global_route": {
        "antenna_found_initial": 0,
        "grt_max_degree": 19,
        "grt_pass1_vias": 632,
        "grt-ovfl-total": 0,
        "grt_pass1_wl_um": 2840,
        "track_usage": 0.0539,
    },
    "routing": {
        "diodes": 0,
        "wire_per_inst_um": 11.1,
        "drt_iter0_drc": 18,
        "dr.pass1.iters": 4,
        "vias": 701,
        "drc": 0,
        "ant_nets": 0,
        "via_per_inst": 4.44,
        "wl_um": 1760,
    },
    "placement": {
        "dp_hpwl_um": 1360,
        "dp_slack_ns": 0.415,
        "port-buffer-count": 18,
        "gp_congestion": 0.856,
        "placed_area_sq_mm": 0.00104,
    },
    "cts": {
        "cts_setup_buffers": 0,
        "insertion_delay_ns": 0.28,
        "cts_buffer_depth": 2,
        "root_buffer": "clkbuf_4",
        "cts_sinks": 17,
        "cts_resized": 0,
        "cts_tree": "built",
        "path_clk_slew_ns": 0.09,
        "cts_max_level": 1,
        "postCtsHoldBufs": 0,
        "cts_made_buffers": 3,
    },
    "run": {
        "tool_warnings": 26,
        "cap_violations": 0,
    },
    "synthesis": {
        "synthCells": 90,
        "syn_area_sq_um": 800,
        "synth_flops": 17,
        "area_leaders": "dfxtp_1, xor2_1, nor2_1, ha_1, nand4_1",
        "ys_seq_frac": 0.426,
        "synth.avg_cell_area_sq_um": 8.88,
        "synth_cell_types": 25,
        "yosysChipArea_sq_um": 800,
        "synth_warnings": 1,
        "top_area_cell": "dfxtp_1",
        "ys_cells": 90,
        "top_cell_area_share": 0.426,
    },
    "hold_path": {
        "hold_path_class": "reg2reg",
    },
    "run_status": {
        "status": "completed",
    },
}
==> where the power goes <==
| part | switching [mW] | total (mW) | internal, mW |
|---|---|---|---|
| clock network | 0.0657 | 0.117 | 0.0516 |
| logic | 0.0146 | 0.0287 | 0.0140 |
| registers | 0.00342 | 0.232 | 0.228 |
==> per-layer routing <==
metal / wire length (um) / GRT usage
met2: 769 / 0.0875
met4: 0 / 0.00352
met5: 0 / 0
met3: 151 / 0.0227
met1: 834 / 0.0680
==> metrics by stage <==
step	instances	hold WS, ns
3_5_place_dp	154	0.475
3_3_place_gp	154	0.470
6_report	158	0.488
5_1_grt	158	0.504
2_1_floorplan	90	0.439
4_1_cts	158	0.491
==> Yosys cell counts <==
cell type,n
a21oi_1,5
nor4_1,2
nor3_1,2
and3_1,2
clkbuf_1,2
inv_1,1
or3_1,2
nor2b_1,2
nand4_1,6
o31ai_1,1
xor2_1,7
xnor2_1,4
ha_1,3
nand4bb_1,1
nand2_1,9
nand4b_1,1
or4_1,1
xnor2_2,1
or3_4,1
nand3_1,4
dfxtp_1,17
mux2_2,1
nor2_1,12
and4_1,1
o21ai_0,2
==> layout make-up <==
cell class / count / area share
clock buffer: 4 / 0.0245
inverter: 1 / 0.00350
multi-input combinational: 70 / 0.418
sequential: 17 / 0.318
tap: 46 / 0.0537
timing repair buffer: 20 / 0.182
==> sequential cells by signal (all words and copies together) (netlist names) <==
register	flops
counter_out	16
signal_bf	1
==> critical path, cell delays in order <==
cell and delay [ns]:
clkdlybuf4s50_1 0.60, ha_1 0.23, ha_1 0.25, nand4_1 0.18, nor4_1 0.40, xnor2_1 0.16
nor2_1 0.05
==> final timing paths <==
check             startpoint               to  slack, ns  cells after the start
min          counter_out[15]  counter_out[15]       0.49                      2
max reg2reg   counter_out[0]  counter_out[12]       1.26                      6
min reg2reg  counter_out[15]  counter_out[15]       0.49                      2
max                signal_in  counter_out[12]       0.71                      7
==> cell families (layout without fill, tap and decap cells) <==
group,Yosys count,in the layout,share of synthesized area
buffers and inverters,3,25,0.0141
and+or+nand+nor,46,46,0.305
muxes,1,1,0.0141
DFF,17,17,0.426
adders and majority gates,3,3,0.0470
AOI/OAI and AO/OA,8,8,0.0532
xor gates and xnor gates,12,12,0.141
Power figures rest on the tool's default switching activity, not on a simulated workload.
